### /design/flow/config.mk
export PLATFORM = sky130hd
export DESIGN_NAME = mux_4
export DESIGN_NICKNAME = mux_4
export VERILOG_FILES = /design/flow/design.v
export SDC_FILE = /design/flow/constraint.sdc
export NUM_CORES = 4
export LEC_CHECK = 1
export CORE_AREA = 10 10 84 84
export DIE_AREA = 0 0 94 94
### /design/flow/constraint.sdc
current_design mux_4

set clk_period 1.5
set clk_io_pct 0.2

create_clock -name clk0 -period $clk_period

set non_clock_inputs [all_inputs -no_clocks]
set_input_delay [expr $clk_period * $clk_io_pct] -clock clk0 $non_clock_inputs
set_output_delay [expr $clk_period * $clk_io_pct] -clock clk0 [all_outputs]
### /design/flow/design.v
module mux_2 (
input [32 - 1 : 0] a, b,
input sel,
output reg [32 - 1 : 0] out
); 
always @(a or b or sel) begin 
	case (sel)
		1'b0 : out <= a;
		1'b1 : out <= b;
		default : out <= a;
	endcase 
end
endmodule
module mux_3 (
input [32 - 1 : 0] a, b, c,
input [1 : 0] sel,
output reg [32 - 1 : 0] out
); 
always @(a or b or c or sel) begin 
	case (sel)
		2'b00 : out <= a;
		2'b01 : out <= b;
		2'b10 : out <= c;
		default : out <= a;
	endcase 
end
endmodule
module mux_4 (
input [32 - 1 : 0] a, b, c, d,
input [1 : 0] sel,
output reg [32 - 1 : 0] out
); 
always @(a or b or c or d or sel) begin 
	case (sel)
		2'b00 : out <= a;
		2'b01 : out <= b;
		2'b10 : out <= c;
		2'b11 : out <= d;
		default : out <= a;
	endcase 
end
endmodule
module reg_32 (
input clk, 
input rst, 
input WE, 
input [32 - 1 : 0] D, 
output reg [32 - 1 : 0] Q);
always @(posedge clk) begin 
	if (rst) begin
	Q <= 0;
	end else begin 
		if (WE) begin 
			Q <= D;
		end
	end
end
endmodule
module param_reg #(
parameter N = 12)(
input clk, 
input rst,
input WE,
input [N-1 : 0] D,
output reg [N-1 : 0] Q);
always @(posedge clk) begin 
	if (rst) begin
	Q <= 0;
	end else begin 
		if (WE) begin 
			Q <= D;
		end
	end
end
endmodule
### /design/flow/run.sh
#!/bin/bash
# OpenROAD 26Q1-2900-gdf79404cd8, Yosys 0.63+post, stock flow scripts
make -C /OpenROAD-flow-scripts/flow DESIGN_CONFIG=/design/flow/config.mk WORK_HOME=/design/flow/orfs finish
==> results.cfg <==
; physical design summary
[outcome]
outcome = finished, violations left
violations = negative setup slack

[critical_path]
path_delay_family = multiplexers
cp_data_arrival_time_ps = 1200
cpMaxStageDelayCell = mux4_2
cp_max_fo = 6
cp-end-kind = output pin
max_stage_delay_ps = 500
critPathLaunchType = input pin
worst_path_most_repeated_cell = buf_16
cp.required_ps = 1200
cp_cell_sequence = buf_16, buf_16, mux4_2, buf_2
crit_type = input pin to output pin
path_buffers = 3

[final_timing]
relSlewSlack_pct = 89.9
setup_viol = 1
max_freq_mhz = 666
finalWorstSetupSlack_ps = -0.438
tns_ps = -0.438
worst_slew_pin_slew_ps = 152
period_needed_ps = 1500
final_max_slew_viol_count = 0
rsz0062_at_grt = true
finalHoldViolCount = 0
fin_crit_sh_pct = 100

[job]
warnings = 34
cap_violations = 0

[detailed_routing]
first_pass_iters = 2
vias = 1198
drt_iter0_drc = 32
antennaDiodeCount = 0
drc_errors = 0
wl_per_cell_um = 21.7
postRouteAntennaNets = 0
wl_um = 5920
vias_per_cell = 4.40

[die]
io_pins = 162
rows = 26
floorplan.core_util_pct = 15.6
die_w_um = 94
die_height_um = 94
chip_area_um2 = 8840
core_area_um2 = 5200

[pwr]
power.leakage_nw = 1.11
power_density_nw_per_um2 = 242
ir_drop_uv = 125

[synth]
ys_area_um2 = 815
synth_area_leader_cell = mux4_2
yosys_cells = 39
topCellsByArea = mux4_2 83%, buf_12 7.4%, mux4_1 6.5%, buf_2 1.8%, buf_6 1.4%
synth_area_um2 = 815
top_area_share_pct = 82.9
synth.distinct_cells = 5
syn_avg_cell_area_um2 = 20.9
synth_warnings = 1
syn-instance-count = 39
ys_seq_share_pct = 0

[placed_design]
io_buffers = 162
gp_congestion = 0.828
pre_cts_ws_ps = -614
dp_hpwl_um = 5060

[grt]
grt_pass1_vias = 1401
grt_pass1_wl_um = 8850
grt-ovfl-total = 0
grt_usage_pct = 13.3
antenna_found_initial = 0
grt_max_degree = 17

[final_layout]
layout-drive-gt1-share_pct = 36.6
flops = 0
layout.area.seq_um2 = 0
syn_to_final_growth_pct = 185
n_clock_buffer = 0

[hold_path]
hold_path.class = input pin to output pin
[report_power, final]
group | internal [mW] | switching [mW] | leakage [nW]
logic | 0.416 | 0.144 | 1.11
registers | 0 | 0 | 0
clock network | 0 | 0 | 0
[layer usage]
layer  GRT usage (%)  share of wire [%]  wire (µm)  up-vias
met5               0                  0          0        -
met4           0.380               0.24         14        0
met3            5.33                 11        680        2
met2            23.3                 51       3030       96
met1            15.9                 37       2190      562
li1                -                  -          -      538
[cells in the mapped netlist, drive strengths merged]
master / n
buf: 7
mux4: 32
[layout by cell type (no fill, tap or decap)]
master / n
mux4_2: 32
buf_2: 33
buf_12: 3
dlygate4sd2_1: 128
buf_16: 6
[what timing repair did]
action,4_1_cts,5_1_grt
buffers inserted,0,0
setup endpoints to repair,32,31
endpoints found under the hold margin,0,0
hold buffers,0,0
gates cloned,5,0
resized,248,0
[metrics by stage]
step	total power, mW	area [µm²]	utilization, %	instances	hold WS [ps]
finish	0.560	2320	44.6	272	1080
global route	0.610	2320	44.6	272	1100
CTS	0.576	2320	44.6	272	1090
detailed placement	0.722	2490	47.9	267	1590
global placement	0.721	2490	47.9	267	1600
floorplan	0.189	815	-	39	686
[worst paths after layout]
path | cells past startpoint | from | slack [ps] | endpoint
max | 4 | sel[0] | -0.4 | out[1]
min | 3 | a[13] | 1080 | out[13]
[tightest hold or removal path, delay by kind of cell]
family / cells / cell delay (ps)
buffers and inverters: 2 / 270
multiplexers: 1 / 210
[final cells by class]
| type | count | area, µm² |
|---|---|---|
| multi-input cells | 32 | 721 |
| well taps | 70 | 87.6 |
| repair buffers | 170 | 1510 |
| fillers | 540 | 2890 |
[cells by family (layout without fill, tap and decap cells)]
logic type / Yosys count / in the layout / share of synthesized area [%]
buf+inv: 7 / 170 / 10.6
mux: 32 / 32 / 89.4
Power figures rest on the tool's default switching activity, not on a simulated workload.

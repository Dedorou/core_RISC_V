==> ./run.sh <==
#!/bin/bash
# OpenROAD 26Q1-2900-gdf79404cd8, Yosys 0.63+post, stock flow scripts
make -C /OpenROAD-flow-scripts/flow DESIGN_CONFIG=/design/flow/config.mk WORK_HOME=/design/flow/orfs finish
==> ./constraint.sdc <==
current_design branc_subtractor

set clk_period 7.9
set clk_io_pct 0.2

create_clock -name clk0 -period $clk_period

set non_clock_inputs [all_inputs -no_clocks]
set_input_delay [expr $clk_period * $clk_io_pct] -clock clk0 $non_clock_inputs
set_output_delay [expr $clk_period * $clk_io_pct] -clock clk0 [all_outputs]
==> ./design.v <==
module branc_subtractor (
input [32 - 1 : 0] a,
input [32 - 1 : 0] b,
input [5 - 1 : 0] ALU_control,
output reg branch,
output reg [32 - 1 : 0] y);
reg eq;
wire beq_branch;
wire bne_branch;
wire blt_branch;
wire bge_branch;
wire bltu_branch;
wire bgeu_branch;
branc_decoder branc_decoder (
.a (a[32 - 1]), 
.b (b[32 - 1]), 
.eq (eq), 
.y (y[32 - 1]), 
.beq_branch (beq_branch), 
.bne_branch (bne_branch), 
.blt_branch (blt_branch), 
.bge_branch (bge_branch), 
.bltu_branch (bltu_branch), 
.bgeu_branch (bgeu_branch));
always @* begin 
	y <= a - b;
	if (a == b) begin
		eq <= 1;
	end else begin
		eq <= 0;
	end
end
always @* begin 
	case (ALU_control)
		5'b10010 : branch <= beq_branch;	
		5'b10011 : branch <= bne_branch;	
		5'b10100 : branch <= bge_branch;
		5'b01011 : branch <= blt_branch;
		5'b10101 : branch <= bgeu_branch;
		5'b01100 : branch <= bltu_branch;
		default : branch <= 0;
	endcase
end
endmodule
module branc_decoder (
input a,
input b,
input eq,
input y,
output reg beq_branch,
output reg bne_branch,
output reg blt_branch,
output reg bge_branch,
output reg bltu_branch,
output reg bgeu_branch);
always @* begin 
	casex ({a, b, eq, y})
		4'b0000 : begin 
			bne_branch <= 1;
			bge_branch <= 1;
			bgeu_branch <= 1;
			beq_branch <= 0;
			blt_branch <= 0;
			bltu_branch <= 0;
			end
		4'b0001 : begin 
			bne_branch <= 1;
			blt_branch <= 1;
			bltu_branch <= 1;
			beq_branch <= 0;
			bge_branch <= 0;
			bgeu_branch <= 0;
			end
		4'b0010 : begin 
			beq_branch <= 1;
			bge_branch <= 1;
			bgeu_branch <= 1;
			bne_branch <= 0;
			blt_branch <= 0;
			bltu_branch <= 0;
			end
		4'b0011 : begin 
			beq_branch <= 1;
			bge_branch <= 1;
			bgeu_branch <= 1;
			bltu_branch <= 1;
			bne_branch <= 0;
			blt_branch <= 0;
			end
		4'b0100 : begin 
			bne_branch <= 1;
			bge_branch <= 1;
			bgeu_branch <= 1;
			beq_branch <= 0;
			blt_branch <= 0;
			bltu_branch <= 0;
			end 
		4'b0101 : begin 
			bne_branch <= 1;
			bge_branch <= 1;
			bltu_branch <= 1;
			beq_branch <= 0;
			bgeu_branch <= 0;
			blt_branch <= 0;
			end
		4'b0110 : begin 
			beq_branch <= 1;
			bge_branch <= 1;
			bgeu_branch <= 1;
			bne_branch <= 0;
			blt_branch <= 0;
			bltu_branch <= 0;
			end
		4'b0111 : begin 
			beq_branch <= 1;
			bge_branch <= 1;
			bgeu_branch <= 1;
			bltu_branch <= 1;
			bne_branch <= 0;
			blt_branch <= 0;
			end
		4'b1000 : begin 
			bne_branch <= 1;
			blt_branch <= 1;
			bgeu_branch <= 1;
			beq_branch <= 0;
			bge_branch <= 0;
			bltu_branch <= 0;
			end 
		4'b1001 : begin 
			bne_branch <= 1;
			blt_branch <= 1;
			bltu_branch <= 1;
			bgeu_branch <= 1;
			beq_branch <= 0;
			bge_branch <= 0;
			end
		4'b1010 : begin 
			beq_branch <= 1;
			bge_branch <= 1;
			bgeu_branch <= 1;
			bne_branch <= 0;
			blt_branch <= 0;
			bltu_branch <= 0;
			end
		4'b1011 : begin 
			beq_branch <= 1;
			bge_branch <= 1;
			bgeu_branch <= 1;
			bltu_branch <= 1;
			bne_branch <= 0;
			blt_branch <= 0;
			end
		4'b1100 : begin 
			bne_branch <= 1;
			bge_branch <= 1;
			bgeu_branch <= 1;
			beq_branch <= 0;
			blt_branch <= 0;
			bltu_branch <= 0;
			end 
		4'b1101 : begin 
			bne_branch <= 1;
			blt_branch <= 1;
			bltu_branch <= 1;
			beq_branch <= 0;
			bge_branch <= 0;
			bgeu_branch <= 0;
			end
		4'b1110 : begin 
			beq_branch <= 1;
			bge_branch <= 1;
			bgeu_branch <= 1;
			bne_branch <= 0;
			blt_branch <= 0;
			bltu_branch <= 0;
			end
		4'b1111 : begin 
			beq_branch <= 1;
			bge_branch <= 1;
			bgeu_branch <= 1;
			bltu_branch <= 1;
			bne_branch <= 0;
			blt_branch <= 0;
			end
	endcase
end
endmodule
==> ./config.mk <==
export PLATFORM = sky130hd
export DESIGN_NAME = branc_subtractor
export DESIGN_NICKNAME = branc_subtractor
export VERILOG_FILES = /design/flow/design.v
export SDC_FILE = /design/flow/constraint.sdc
export NUM_CORES = 4
export LEC_CHECK = 1
export CORE_AREA = 10 10 111 111
export DIE_AREA = 0 0 121 121
==> flow_summary.json <==
{
  "min-delay-path-class": "input pin to primary output",
  "grt_pass1_wl_um": 10700,
  "number_of_global_route_vias_before_repair": 2279,
  "cp-startpoint": "a[0]",
  "final.period_utilization": 0.812,
  "number_of_warnings_the_tools_reported": 32,
  "place.port_buffers": 102,
  "setup_viol": 0,
  "critical-path-slowest-cell": "sky130_fd_sc_hd__clkdlybuf4s50_1",
  "slew_violations": 0,
  "layout.area.seq_um2": 0,
  "wl_per_cell_um": 12.9,
  "slowest_delay_ns": 0.49,
  "detailed_place_hpwl_um": 6020,
  "logic_family": "AND-OR/OR-AND gates",
  "ctsResizeCount": 0,
  "timing.slew.headroom": 0.670,
  "hp-start": "a[0]",
  "areaGrowthSynthToFinish_pct": 60.9,
  "pwr_density_cell_nw_per_um2": 81.8,
  "horizontal_die_dimension_um": 121,
  "grt_usage": 0.0853,
  "critPathTopFamily": "AND-OR/OR-AND gates",
  "cp_num_cells": 13,
  "synth_stat.cells": 286,
  "synth.cellmix.xorXnorShare": 0.137,
  "rsz0062_at_grt": "false",
  "route.antenna.diode_count": 0,
  "mappedNetlistArea_um2": 1920,
  "drv_cap": 0,
  "worst_margin_pin_slew_ns": 0.495,
  "critical_path_required_ns": 6.32,
  "fp_util": 0.194,
  "layout.sequential_cells": 0,
  "setup_slack_ns": 1.48,
  "total_leakage_power_nw": 1.35,
  "hold_viol_final": 0,
  "status": "completed",
  "drive_above_1_share": 0.0156,
  "yosys.area_share.simple": 0.247,
  "drtPass1Iterations": 4,
  "postCtsSetupBuffers": 0,
  "achievable-frequency_mhz": 156,
  "timing.critical_path.cells": "clkdlybuf4s50_1 -> inv_1 -> ha_1 -> fa_1 -> nand2b_1 -> a21oi_1 -> o21ai_1 -> a31oi_1 -> o21a_1 -> a21o_1 -> a221oi_1 -> xnor2_1 -> clkdlybuf4s50_1",
  "aoi_share": 0.319,
  "synth.cells.most_frequent": "sky130_fd_sc_hd__inv_1 (38), sky130_fd_sc_hd__ha_1 (31), sky130_fd_sc_hd__a21oi_1 (27)",
  "std_cell_rows": 36,
  "die_height_um": 121,
  "tns_ns": 0,
  "route.detailed.vias_per_inst": 4.55,
  "worst_ep_arrival_time_ns": 4.84,
  "clockBufferCount": 0,
  "yosysSeqAreaShare": 0,
  "holdBufCountCts": 0,
  "post_synth_fa_ha_maj_area_fraction": 0.213,
  "critPathMaxFanout": 5,
  "yosys_warnings": 2,
  "area_leaders": "sky130_fd_sc_hd__ha_1 (20%), sky130_fd_sc_hd__xnor2_1 (11%), sky130_fd_sc_hd__inv_1 (7.4%), sky130_fd_sc_hd__a21oi_1 (7.0%), sky130_fd_sc_hd__a21o_1 (4.7%)",
  "route.detailed.drc": 0,
  "synth-area-yosys_um2": 1920,
  "ant_nets": 0,
  "avgSynthCellArea_um2": 6.71,
  "critical_path.n_buffers_inverters": 3,
  "cell_seen_most_often_among_critical_path_stages": "sky130_fd_sc_hd__clkdlybuf4s50_1",
  "nFillCells": 1027,
  "post-place-ws_ns": 1.50,
  "ys_types": 45,
  "worst_setup_path_endpoint": "y[30]",
  "finalWirelength_um": 6680,
  "gp_routability_congestion": 0.860,
  "critical_path.startpoint_type": "input pin",
  "top_cell_type_by_total_area_after_synthesis": "sky130_fd_sc_hd__ha_1",
  "routed-via-count": 2353,
  "ioPinCount": 102,
  "initialDrtViolationCount": 127,
  "end_kind": "primary output",
  "initial_antenna_violation_count": 0,
  "syn-instance-count": 286,
  "gr-total-overflow": 0,
  "worst_ir_drop_vdd_v": 0.0000247,
  "library_cell_with_the_highest_instance_count_after_synthesis": "sky130_fd_sc_hd__inv_1",
  "grt_start_max_net_pins": 9,
  "critPathKind": "input pin to primary output",
  "core-area_um2": 9860,
  "mux_area_frac": 0,
  "top_area_frac": 0.202,
  "finalWorstPathRequiredPeriod_ns": 6.42,
  "overall_die_area_um2": 14600
}
[power breakdown]
group / leakage [nW] / internal (W) / total [W] / switching [W]
sequential: 0 / 0 / 0 / 0
combinational: 1.35 / 0.000153 / 0.000253 / 0.0000993
clock: 0 / 0 / 0 / 0
[per-layer routing]
metal	GRT usage	routed length (µm)	share of wire
met5	0	0	0
met4	0	0	0
met3	0.0146	452	0.068
met2	0.145	3050	0.46
met1	0.117	3180	0.48
[placed cells by master, fill, tap and decap left out, drive strengths merged, types with 9 or more instances in the layout]
cell,netlist,final
nor2b,9,9
nand2,14,14
o21ai,18,18
nor2,17,17
inv,38,38
nor3,11,11
nand3,12,12
a21o,12,12
clkdlybuf4s50,0,102
ha,31,31
xnor2,24,24
a21oi,29,29
[through the flow]
step,instances,cell area [µm²],total power [W],hold WS (ns),util
floorplan,286,1920,0.000122,3.29,-
global placement,517,3090,0.000255,4.21,0.313
detailed placement,517,3090,0.000255,4.20,0.313
CTS,517,3090,0.000257,4.21,0.313
global route,517,3090,0.000282,4.24,0.313
finish,517,3090,0.000253,4.20,0.313
[worst min path at each step]
| stage | endpoint | cells after the start |
|---|---|---|
| CTS | y[0] | 4 |
| global route | y[0] | 4 |
| finish | y[0] | 5 |
[logic make-up (layout without fill, tap and decap cells)]
family,after synthesis,after routing
and+or+nand+nor,91,91
buffers and inverters,42,140
xor gates and xnor gates,30,30
adders and majority gates,32,32
AOI/OAI and AO/OA,91,91
[cell type report]
| cell class | count | area [µm²] | area share |
|---|---|---|---|
| well taps | 133 | 166 | 0.0539 |
| multi-input cells | 244 | 1760 | 0.569 |
| inverters | 38 | 143 | 0.0462 |
| repair buffers | 102 | 1020 | 0.331 |
Power figures rest on the tool's default switching activity, not on a simulated workload.
